File: flow/constraint.sdc
current_design pipe_wb

set clk_period 7.6
set clk_io_pct 0.2

create_clock -name clk0 -period $clk_period

set non_clock_inputs [all_inputs -no_clocks]
set_input_delay [expr $clk_period * $clk_io_pct] -clock clk0 $non_clock_inputs
set_output_delay [expr $clk_period * $clk_io_pct] -clock clk0 [all_outputs]
File: flow/config.mk
export PLATFORM = sky130hd
export DESIGN_NAME = pipe_wb
export DESIGN_NICKNAME = pipe_wb
export VERILOG_FILES = /design/flow/design.v
export SDC_FILE = /design/flow/constraint.sdc
export NUM_CORES = 4
export LEC_CHECK = 1
export CORE_AREA = 10 10 199 199
export DIE_AREA = 0 0 209 209
File: flow/run.sh
#!/bin/bash
# OpenROAD 26Q1-2900-gdf79404cd8, Yosys 0.63+post, stock flow scripts
make -C /OpenROAD-flow-scripts/flow DESIGN_CONFIG=/design/flow/config.mk WORK_HOME=/design/flow/orfs finish
File: flow/design.v
`timescale 1ns / 1ps
module mux_4_32(
    input [31:0] C0,
    input [31:0] C1,
    input [31:0] C2,
    input [31:0] C3,
    input [1:0] S0,
    output [31:0] oZ
    );
    reg [31:0] temp;
    always @(*) begin
        case(S0)
            2'b00: temp <= C0;
            2'b01: temp <= C1;
            2'b10: temp <= C2;
            2'b11: temp <= C3;
            default: temp <= 31'bz;
        endcase
   end
   assign oZ = temp;
endmodule
`timescale 1ns / 1ps
module mux_8_32(
    input [31:0] C0,
    input [31:0] C1,
    input [31:0] C2,
    input [31:0] C3,
    input [31:0] C4,
    input [31:0] C5,
    input [31:0] C6,
    input [31:0] C7,
    input [2:0] S0,
    output [31:0] oZ
    );
    reg [31:0] temp;
    always @(*) begin
        case(S0)
            3'b000: temp <= C0;
            3'b001: temp <= C1;
            3'b010: temp <= C2;
            3'b011: temp <= C3;
            3'b100: temp <= C4;
            3'b101: temp <= C5;
            3'b110: temp <= C6;
            3'b111: temp <= C7;
            default: temp <= 32'bz;
        endcase
   end
   assign oZ = temp;
endmodule
`timescale 1ns / 1ps
module pipe_wb(
    input [31:0] mul_hi,
    input [31:0] mul_lo,  
    input [31:0] div_r,
    input [31:0] div_q,  
    input [31:0] clz_out,
    input [31:0] alu_out,
    input [31:0] dmem_out, 
    input [31:0] pc4,
    input [31:0] rs_data_out,
    input [31:0] cp0_out,
    input [31:0] hi_out,
    input [31:0] lo_out, 
    input [4:0] rf_waddr,
    input rf_wena,       
    input hi_wena,     
    input lo_wena,    
    input [1:0] hi_mux_sel,
    input [1:0] lo_mux_sel,
    input [2:0] rf_mux_sel, 
    output [31:0] hi_wdata,
    output [31:0] lo_wdata,
    output [31:0] rf_wdata,
    output [4:0] wb_rf_waddr,
    output wb_rf_wena,       
    output wb_hi_wena,     
    output wb_lo_wena 
    );
    mux_4_32 mux_hi(
        .C0(div_r),
        .C1(mul_hi),
        .C2(rs_data_out),
        .C3(32'h0),
        .S0(hi_mux_sel),
        .oZ(hi_wdata)
    );
    mux_4_32 mux_lo(
        .C0(div_q),
        .C1(mul_lo),
        .C2(rs_data_out),
        .C3(32'b0),
        .S0(lo_mux_sel),
        .oZ(lo_wdata)
    );
    mux_8_32 mux_rf(
        .C0(lo_out),
        .C1(pc4),
        .C2(clz_out),
        .C3(cp0_out),
        .C4(dmem_out),
        .C5(alu_out),
        .C6(hi_out),
        .C7(mul_lo),
        .S0(rf_mux_sel),
        .oZ(rf_wdata)
    );
    assign wb_rf_waddr = rf_waddr;
    assign wb_rf_wena = rf_wena;
    assign wb_hi_wena = hi_wena;
    assign wb_lo_wena = lo_wena;
endmodule
==> metrics.txt <==
# HELP chip_impl_metric Flow report values
# TYPE chip_impl_metric gauge
chip_impl_metric{name="timing.max_cap.violations",unit=""} 0
chip_impl_metric{name="vdd_drop_max",unit="mV"} 0.03232
chip_impl_metric{name="first_global_vias",unit=""} 6131
chip_impl_metric{name="openroad.warnings",unit=""} 32
chip_impl_metric{name="finalWorstPathRequiredPeriod",unit="ps"} 5560
chip_impl_metric{name="synthDistinctLibCells",unit=""} 32
chip_impl_metric{name="detailed_place_hpwl",unit="um"} 27560
chip_impl_metric{name="slew_viol_final",unit=""} 0
chip_impl_metric{name="areaGrowthSynthToFinish",unit="%"} 144.6
chip_impl_metric{name="worstPathMaxFanout",unit=""} 42
chip_impl_metric{name="die-width",unit="um"} 209
chip_impl_metric{name="synth_sequential_area_ratio",unit="%"} 0
chip_impl_info{name="outcome",value="complete, no violations"} 1
chip_impl_info{name="grt_setup_unrepaired",value="no"} 1
chip_impl_info{name="common_cells",value="sky130_fd_sc_hd__mux2i_1, sky130_fd_sc_hd__nand2_1, sky130_fd_sc_hd__o21ai_0"} 1
chip_impl_metric{name="critical_path_arrival",unit="ps"} 4040
chip_impl_metric{name="power.leakage",unit="nW"} 3.356
chip_impl_metric{name="avgViaCountPerCell",unit=""} 4.041
chip_impl_info{name="synthDominantAreaCellType",value="sky130_fd_sc_hd__mux2i_1"} 1
chip_impl_info{name="critPathKind",value="in -> out"} 1
chip_impl_metric{name="yosys_warnings",unit=""} 4
chip_impl_metric{name="final.clkbuf_count",unit=""} 0
chip_impl_metric{name="power_dens_cells",unit="mW/mm^2"} 57.86
chip_impl_metric{name="remaining_drc_errors",unit=""} 0
chip_impl_metric{name="route.vias.total",unit=""} 5758
chip_impl_metric{name="ff_count",unit=""} 0
chip_impl_metric{name="io_pins",unit=""} 503
chip_impl_metric{name="grt_max_degree",unit=""} 45
chip_impl_metric{name="max_slew_margin",unit="%"} 52.95
chip_impl_metric{name="detailedRoute.firstIterationViolations",unit=""} 375
chip_impl_info{name="end_kind",value="output port"} 1
chip_impl_metric{name="post_cts_setup_buffer_count",unit=""} 0
chip_impl_metric{name="grt_overflow_total",unit=""} 0
chip_impl_metric{name="track_usage",unit="%"} 13.50
chip_impl_metric{name="final_hold_viol_count",unit=""} 0
chip_impl_metric{name="antenna_violations_before_repair",unit=""} 3
chip_impl_metric{name="fp.coreArea",unit="mm^2"} 0.03540
chip_impl_metric{name="synth.avg_cell_area",unit="um^2"} 6.715
chip_impl_metric{name="max_clock_freq",unit="GHz"} 0.1799
chip_impl_metric{name="placed_cells",unit=""} 1425
chip_impl_metric{name="globalplace.congestion",unit=""} 0.8932
chip_impl_metric{name="yosys.stat.chipArea",unit="mm^2"} 0.003552
chip_impl_metric{name="die_y",unit="um"} 209
chip_impl_metric{name="drive_gt1_share",unit="%"} 2.905
chip_impl_metric{name="layoutNonFillerInstCount",unit=""} 1425
chip_impl_metric{name="wirelength",unit="um"} 31660
chip_impl_metric{name="seq_area",unit="um^2"} 0
chip_impl_metric{name="period_used_share",unit="%"} 73.16
chip_impl_metric{name="setup_tns",unit="ps"} 0
chip_impl_metric{name="antenna_cells_inserted",unit=""} 0
chip_impl_metric{name="rows",unit=""} 69
chip_impl_metric{name="die_area",unit="mm^2"} 0.04368
chip_impl_metric{name="syn_area",unit="mm^2"} 0.003552
chip_impl_metric{name="number_of_setup_violations_in_the_final_report",unit=""} 0
chip_impl_metric{name="post-synth-top-area-fraction",unit="%"} 34.94
chip_impl_metric{name="tightest_slew",unit="ps"} 705.8
chip_impl_metric{name="synthesis.instances",unit=""} 529
chip_impl_metric{name="global_route_wire_length_before_repair",unit="um"} 43970
chip_impl_metric{name="cts_repair_resize_count",unit=""} 0
chip_impl_info{name="timing.critical_path.from_type",value="primary input"} 1
chip_impl_metric{name="detail_route.wl_per_cell",unit="um"} 22.22
chip_impl_metric{name="fp-utilization",unit="%"} 10.04
chip_impl_metric{name="layout_setup_ws",unit="ps"} 2040
chip_impl_info{name="netlist_top_cells_area",value="sky130_fd_sc_hd__mux2i_1, sky130_fd_sc_hd__o21ai_0, sky130_fd_sc_hd__nand2_1"} 1
chip_impl_metric{name="number_of_i_o_port_buffers",unit=""} 487
chip_impl_info{name="post-synth-top-count-cell",value="sky130_fd_sc_hd__mux2i_1"} 1
chip_impl_metric{name="worst_slack_at_placement",unit="ps"} 1954
chip_impl_info{name="hold_class",value="in -> out"} 1
chip_impl_metric{name="drt-pass1-iter-count",unit=""} 5
chip_impl_metric{name="required",unit="ps"} 6080
chip_impl_metric{name="synth-cells-yosys",unit=""} 529
chip_impl_metric{name="drt.antenna.violating_nets",unit=""} 0
chip_impl_metric{name="holdBufCountCts",unit=""} 0
logic make-up after synthesis:
family / Yosys count / synth area share [%]
AOI/OAI and AO/OA: 183 / 33.71
muxes: 130 / 37.16
buffers and inverters: 66 / 11.48
and+or+nand+nor: 150 / 17.65
report_power, final:
part,internal (W),switching [W]
combinational,0.000328,0.000174
clock,0,0
sequential,0,0
total,0.000328,0.000174
worst max-delay path, cell delays in order:
cell and delay, ps:
sky130_fd_sc_hd__buf_4 550, sky130_fd_sc_hd__buf_4 590, sky130_fd_sc_hd__mux2i_1 150, sky130_fd_sc_hd__a211oi_1 520
sky130_fd_sc_hd__o22a_1 200, sky130_fd_sc_hd__clkdlybuf4s50_1 460
cell type report:
type	count	area [um^2]
timing repair buffer	501	4957
tap	461	576.8
multi-input combinational	463	3154
fill	3893	26710
routing by layer:
metal,track usage (%),vias to the layer above,share of wire [%]
li1,-,2831,-
met1,18.05,2617,44
met2,22.80,284,48
met3,2.717,20,6.6
met4,1.092,6,0.90
met5,0,-,0.15
final timing paths:
check	from	to	slack (ps)	depth (start not counted)
min	lo_wena	wb_lo_wena	3040	0
max	rf_mux_sel[1]	rf_wdata[31]	2040	6
placed cells by master (no fill, tap or decap), types with 5 or more instances in the layout:
cell type                         netlist  layout
sky130_fd_sc_hd__buf_4                 13      15
sky130_fd_sc_hd__clkdlybuf4s50_1        0     482
sky130_fd_sc_hd__nand2_1               71      71
sky130_fd_sc_hd__a211o_1               23      23
sky130_fd_sc_hd__a21oi_1               29      29
sky130_fd_sc_hd__nor2_1                56      56
sky130_fd_sc_hd__mux2i_1              124     124
sky130_fd_sc_hd__a22oi_1               23      23
sky130_fd_sc_hd__o2bb2ai_1             23      23
sky130_fd_sc_hd__mux2_2                 5       5
sky130_fd_sc_hd__o21ai_0               69      69
sky130_fd_sc_hd__nand2b_1               6       6
per-stage QoR:
stage	utilization (%)	hold WS, ps	power [W]	cell area [um^2]
final	24.55	3040	0.0005027	8688
after global routing	24.55	3040	0.0005402	8688
after CTS	24.55	3040	0.0005102	8688
after detailed placement	24.55	3040	0.0005070	8688
after global placement	24.55	3040	0.0005074	8688
after floorplan	-	3075	0.0001441	3552
Power is estimated from default activity; no workload was simulated.
