===== flow/config.mk =====
export PLATFORM = sky130hd
export DESIGN_NAME = alu
export DESIGN_NICKNAME = alu
export VERILOG_FILES = /design/flow/design.v
export SDC_FILE = /design/flow/constraint.sdc
export NUM_CORES = 4
export LEC_CHECK = 1
export CORE_UTILIZATION = 30

===== flow/constraint.sdc =====
current_design alu

set clk_period 20.2
set clk_io_pct 0.2

create_clock -name clk0 -period $clk_period

set non_clock_inputs [all_inputs -no_clocks]
set_input_delay [expr $clk_period * $clk_io_pct] -clock clk0 $non_clock_inputs
set_output_delay [expr $clk_period * $clk_io_pct] -clock clk0 [all_outputs]

===== flow/design.v =====
`timescale 1ns / 1ns
module alu(
    input [31:0] a,    
    input [31:0] b, 
    input [3:0] aluc,
    output [31:0] r,
    output zero,
    output carry, 
    output negative, 
    output overflow
    );
    parameter Addu = 4'b0000;    
    parameter Add = 4'b0010;    
    parameter Subu = 4'b0001;    
    parameter Sub = 4'b0011;    
    parameter And = 4'b0100;    
    parameter Or = 4'b0101;    
    parameter Xor = 4'b0110;    
    parameter Nor = 4'b0111;    
    parameter Lui1 = 4'b1000;    
    parameter Lui2 = 4'b1001;    
    parameter Slt = 4'b1011;    
    parameter Sltu = 4'b1010;    
    parameter Sra = 4'b1100;   
    parameter Sll = 4'b1110;   
    parameter Srl = 4'b1101;    
    parameter Slr = 4'b1111;
    reg [32:0] result;
    reg if_same_signal;
    reg flag;
    always @ (*) begin
        case(aluc)
            Addu: result = a + b;
            Add: begin
                result = $signed(a) + $signed(b);
                if_same_signal = ~(a[31] ^ b[31]);
                flag = (if_same_signal && result[31] != a[31]) ? 1 : 0;
            end
            Subu: result = a - b;
            Sub: begin
                result = $signed(a) - $signed(b);
                if_same_signal = ~(a[31] ^ b[31]);
                flag = (~if_same_signal && result[31] != a[31]) ? 1 : 0;
            end
            And: result = a & b;
            Or: result = a | b;
            Xor: result = a ^ b;
            Nor: result = ~(a | b);
            Lui1: result = {b[15:0], 16'b0};
            Lui2: result = {b[15:0], 16'b0};
            Slt: result = ($signed(a) < $signed(b)) ? 1 : 0;
            Sltu: result =  (a < b) ? 1 : 0;
            Sra: result = $signed(b) >>> a;
            Sll: result = b << a;
            Slr: result = b << a;
            Srl: result = b >> a;
        endcase
    end
    assign r = result[31:0];
    assign carry = (aluc == Addu | aluc == Subu | aluc == Sltu | aluc == Sra | aluc == Srl | aluc == Sll) ? result[32] : 1'bz; 
    assign zero = (r == 32'b0) ? 1 : 0; 
    assign negative = result[31];
    assign overflow = (aluc == Add | aluc == Sub) ? flag : 1'bz; 
endmodule

===== flow/run.sh =====
#!/bin/bash
# OpenROAD 26Q1-2900-gdf79404cd8, Yosys 0.63+post, stock flow scripts
make -C /OpenROAD-flow-scripts/flow DESIGN_CONFIG=/design/flow/config.mk WORK_HOME=/design/flow/orfs finish

==> results.tsv <==
stage	metric	value	unit
cells_and_area	largest_reg_flops	1	
die	fp.dieH	219	um
drt	drc	0	
yosys	numSynthFlops	1	
clock_tree	cts_resized	0	
cells_and_area	fillerInstances	5003	
hold_path	hp-class	in -> out	
timing	untimed_endpoints	2	
global_routing	grt_pass1_wl	128000	um
global_routing	grtUsageMet3	11.0	%
yosys	synth-area-yosys	14100	um^2
timing	tightest_slew	1.04	ns
die	die-area	47900	um^2
cells_and_area	logic_area	13000	um^2
global_routing	met1_usage	53.8	%
worst_setup_path	critPathMaxFanout	14	
worst_setup_path	arrival	11.09	ns
yosys	dominantRegCellSynth	dlxtn_1	
timing	setup-violations-final	0	
yosys	async_flop_share	0	%
placed_design	place_congestion	1.09	
drt	post_drt_wl_per_cell	34.3	um
yosys	ys_warn_count	3	
drt	ant_nets	0	
yosys	syn_inst	2035	
drt	via_count	18100	
hold_path	min_to	r[3]	
yosys	yosysMostFrequentCell	a21oi_1	
worst_setup_path	criticalPathCategory	in -> out	
worst_setup_path	crit_start	b[3]	
flow_run	max_cap_viol_count	0	
yosys	top_cells_by_area	ha_1, mux4_2, mux2i_1	
power_and_ir_drop	switching_share	63.6	%
power_and_ir_drop	power_leakage	6.10	nW
placed_design	hpwl	71000	um
drt	vias_per_cell	6.80	
worst_setup_path	cp_data_required_time	16.16	ns
cells_and_area	regArea	15.0	um^2
timing	final_hold_viol_count	0	
yosys	syn_area_per_cell	6.93	um^2
die	boundaryPins	104	
drt	firstDrtPassIters	6	
worst_setup_path	cp_slowest_cell	clkdlybuf4s50_1	
cells_and_area	drive_gt1_share	11.0	%
timing	max-slew-margin-rel	28.8	%
die	fp.coreArea	46500	um^2
die	die_x	219	um
hold_path	hold_start	a[3]	
global_routing	grt_pass1_vias	16400	
yosys	top_cell_area_share	11.9	%
yosys	synth_area	14100	um^2
power_and_ir_drop	p_sw	0.322	mW
timing	fin_crit	15.13	ns
global_routing	use_met2	55.3	%
timing	finalSetupTns	0	ns
timing	drv_slew	0	
power_and_ir_drop	powerDensity	31.9	nW/um^2
worst_setup_path	cp-end-kind	output pin	
yosys	yosys-top-cells-count	a21oi_1, nor2_1, nand2_1, ha_1, clkbuf_1	
timing	rsz0062_at_grt	false	
global_routing	track_usage	38.2	%
hold_path	hold_depth	6	
cells_and_area	syn_to_final_growth	12.4	%
global_routing	antenna_found_initial	1	
clock_tree	ctsHoldBuffers	0	
drt	drt_iter0_markers	2692	
global_routing	globalRouteOverflowTotal	0	
yosys	synth_cell_types	94	
worst_setup_path	startpoint_type	primary input	
placed_design	port_buffers	104	
yosys	yosysCellCount	2035	
yosys	edf_count	0	
drt	wirelength	91500	um
die	row_count	79	
timing	fmax	0.0661	GHz
yosys	top_area_cell	ha_1	
die	fp_util	30.4	%
power_and_ir_drop	internal_power	0.184	mW
power_and_ir_drop	vdd_drop_max	15.1	uV
flow_run	warnings	102	
cells_and_area	fin_util	34.1	%
status	status	finished, final reports clean	
global_routing	grt_max_degree	55	
worst_setup_path	max_stage_delay	0.70	ns
worst_setup_path	path_cells	clkdlybuf4s50_1, inv_1, nand4_1, or3_1, nor4_1, and2_1, and4_1, a41oi_1, xnor2_1, ha_1, and2_1, a221o_1, mux2_2, nor2_1, a2111oi_0, o211ai_1, a211o_1, or3b_2, nor4_1, nand4_1, nor2_1, clkdlybuf4s50_1	
clock_tree	cts_setup_buffers	0	
timing	unclocked_pins	1	
global_routing	top_usage_layer	met2	
timing	period_used_share	74.9	%
[per-layer routing]
layer	part of all wire (%)	wire length, um
met5	0.014	13
met3	11	10500
met1	42	38500
met2	42	38200
met4	4.7	4350
[cells by family (layout without fill, tap and decap cells)]
logic type                 after synthesis  count (layout)  synth area share [%]
latches                                  1               1                 0.106
and+or+nand+nor                        676             676                  23.9
adders and majority gates              137             137                  12.3
buffers and inverters                  278             302                  8.10
xor gates and xnor gates                63              63                  3.91
muxes                                  179             179                  17.6
AOI/OAI and AO/OA                      701             701                  34.0
other                                    0               3                     0
[cell type report]
class / count / share of cell area [%]
multi-input cells: 1756 / 81.7
repair buffers: 199 / 10.9
well taps: 607 / 4.79
inverters: 103 / 2.44
flip-flops and latches: 1 / 0.0947
diodes: 3 / 0.0474
[layout by cell type, fill, tap and decap left out, types with 56 or more instances in the layout]
cell,instances
mux2i_1,90
nand3_1,69
ha_1,134
clkdlybuf4s50_1,97
nor3_1,73
a21oi_1,161
xnor2_1,56
buf_4,97
o21ai_0,111
nor2_1,160
inv_1,100
nand2_1,157
[metrics by stage]
step	setup slack [ns]	total power [mW]	std cells	hold slack [ns]	cell area (um^2)
floorplan	7.12	0.293	2035	8.31	14100
global placement	5.46	0.489	2666	9.44	15800
detailed placement	5.33	0.485	2666	9.42	15800
CTS	5.30	0.489	2666	9.43	15800
global route	4.81	0.530	2666	9.49	15800
finish	5.07	0.506	2669	9.48	15900
[power groups by stage]
| stage | combinational, mW | clock (mW) | sequential (mW) |
|---|---|---|---|
| 4_1_cts | 0.488 | 0 | 0.000372 |
| 5_1_grt | 0.529 | 0 | 0.000372 |
[how the worst max path moves through the flow]
stage,cells past startpoint,endpoint,slack [ns]
6_report,22,zero,5.07
5_1_grt,22,zero,4.81
4_1_cts,22,zero,5.30
[critical path, delay by kind of cell]
family / cells / cell delay [ns]
and+or+nand+nor: 11 / 3.32
buffers and inverters: 3 / 1.55
AOI/OAI and AO/OA: 5 / 1.35
adders and majority gates: 1 / 0.40
muxes: 1 / 0.25
xor gates and xnor gates: 1 / 0.16
Power and IR drop assume default switching activity.
